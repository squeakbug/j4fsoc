<file path="flow/run.sh">
#!/bin/bash
# OpenROAD 26Q1-2900-gdf79404cd8, Yosys 0.63+post, stock flow scripts
make -C /OpenROAD-flow-scripts/flow DESIGN_CONFIG=/design/flow/config.mk WORK_HOME=/design/flow/orfs finish
</file>
<file path="flow/config.mk">
export PLATFORM = sky130hd
export DESIGN_NAME = systolic_pe
export DESIGN_NICKNAME = systolic_pe
export VERILOG_FILES = /design/flow/design.v
export SDC_FILE = /design/flow/constraint.sdc
export NUM_CORES = 4
export LEC_CHECK = 1
export CORE_UTILIZATION = 30
</file>
<file path="flow/constraint.sdc">
current_design systolic_pe

set clk_period 9.8
set clk_io_pct 0.2

create_clock -name clk0 -period $clk_period [get_ports {clk}]

set non_clock_inputs [all_inputs -no_clocks]
set_input_delay [expr $clk_period * $clk_io_pct] -clock clk0 $non_clock_inputs
set_output_delay [expr $clk_period * $clk_io_pct] -clock clk0 [all_outputs]
</file>
<file path="flow/design.v">
`timescale 1ns/10ps
package systolic_config_pkg;
typedef struct packed {
    int ADDR_WIDTH;  
    int DATA_WIDTH;  
    int ARRAY_W;     
    int ARRAY_L;     
    int ARRAY_W_W;   
    int ARRAY_W_L;   
    int ARRAY_A_W;   
    int ARRAY_A_L;   
} systolic_config_t;
endpackage : systolic_config_pkg
`timescale 1ns/1ps
module systolic_pe
#(
  parameter DATA_WIDTH = 8
)
( 
    input logic clk,
    input logic rst_n,
    input logic weight_load,
    input  logic [DATA_WIDTH - 1:0] input_data,
    input  logic [2*DATA_WIDTH-1:0] prop_data,
    input  logic   [DATA_WIDTH-1:0] weights, 
    output logic [2*DATA_WIDTH-1:0] out_data,
    output logic   [DATA_WIDTH-1:0] prop_output
);
    logic [DATA_WIDTH-1:0 ] weight;
    always_ff @(posedge clk or negedge rst_n) begin
        if (~rst_n) begin
            out_data <= {2 * DATA_WIDTH{1'b0}};
            weight <= {DATA_WIDTH{1'b0}};
        end else if (weight_load) begin
            weight <= weights;
        end else begin
            out_data <= prop_data + input_data * weight;
            prop_output <= input_data;
        end
    end
endmodule
</file>
==> flow_metrics.py <==
# Synthesis and PnR figures
metrics = {
    "final_timing": {
        "setup_ws_ns": 3.64,
        "period_used_pct": 62.9,
        "post-route-min-period_ns": 6.16,
        "slew_viol_final": 0,
        "max_freq_ghz": 0.162,
        "clock_skew_ns": 0.00555,
        "finalHoldViolCount": 0,
        "rsz0062_at_grt": "false",
        "tns_ns": 0,
        "setup_viol": 0,
        "worstMarginPinSlew_ns": 0.710,
        "relSlewSlack_pct": 52.6,
    },
    "yosys": {
        "synthArstFlopShare_pct": 75.0,
        "synth_chip_area_um2": 3720,
        "yosysCellCount": 392,
        "ys_seq_share_pct": 22.6,
        "synth_flops": 32,
        "ys_types": 41,
        "synth-edff-count": 8,
        "yosys_warnings": 1,
        "synthCells": 392,
        "syn_area_um2": 3720,
        "topCellsByArea": "fa_1 (27%), dfrtp_1 (16%), ha_1 (12%)",
        "ys.flop_type": "dfrtp_1",
        "top_area_share_pct": 26.9,
        "largest_area_cell": "fa_1",
        "postSynthAreaPerCell_um2": 9.50,
    },
    "detailed_routing": {
        "routed_wl_um": 7670,
        "via_count": 2695,
        "dr.pass1.iters": 4,
        "wl_per_cell_um": 12.3,
        "postRouteAntennaNets": 0,
        "drc": 0,
        "drt-initial-drc-count": 88,
        "diodes": 0,
        "vias_per_cell": 4.33,
    },
    "critical_path": {
        "rr_endpoint": "out_data[12]",
        "cp_cell_sequence": "clkdlybuf4s50_1, nand2_1, fa_1, inv_1, fa_1, inv_1, fa_1, fa_1, inv_1, ha_1, a21o_1, a21oi_2, a21oi_1, o31a_1, o31ai_1",
        "critPathMaxFanout": 9,
        "crit_start": "input_data[5]",
        "worstSetupPathType": "input port to register",
        "cp-end-kind": "register",
        "start_kind": "input port",
        "reg2reg_slack_ns": 5.46,
        "arrival_ns": 6.34,
        "worst_path_max_delay_cell": "clkdlybuf4s50_1",
        "endpoint": "out_data[12]",
        "path_common_cell": "fa_1",
        "reg2reg_depth": 14,
        "max_stage_delay_ns": 0.67,
        "crit_required_ns": 9.98,
        "timing.rr.start": "weight[1]",
    },
    "power_and_ir_drop": {
        "p_leak_nw": 2.27,
        "p_seq_share_pct": 17.3,
        "vdd_drop_max_mv": 0.106,
        "p_switching_uw": 523,
        "p_comb_share_pct": 68.6,
        "finalPower_mw": 1.20,
        "power_density_nw_per_um2": 256,
        "p_sw_share_pct": 43.7,
        "power.internal_uw": 673,
        "p_clk_share_pct": 14.1,
    },
    "clock_tree": {
        "post_cts_resized": 0,
        "cts_buffers": 5,
        "clock_latency_ns": 0.28,
        "cts_tree": "done",
        "postCtsSetupBuffers": 0,
        "cts.clk_slew.worst_paths_ns": 0.05,
        "cts.sinks": 32,
        "h-tree-depth": 2,
        "cts_hold_buf": 0,
        "cts_max_path_buffers": 2,
        "cts_root_buf": "clkbuf_16",
    },
    "grt": {
        "grt_max_degree": 39,
        "grt_pass1_vias": 2744,
        "antenna_found_initial": 0,
        "grt_pass1_wl_um": 13400,
        "gr-total-overflow": 0,
        "grt_use_total_pct": 13.7,
    },
    "floorplan": {
        "core_um2": 12100,
        "chipArea_um2": 12900,
        "io_pins": 59,
        "rows": 40,
        "die_w_um": 113,
        "fp_util_pct": 30.9,
        "die_h_um": 113,
    },
    "final_layout": {
        "synthToLayoutAreaGrowth_pct": 25.3,
        "fin_cells": 622,
        "layout_top_cell": "inv_1",
        "lay_top_cells": "inv_1 (100), clkdlybuf4s50_1 (58), fa_1 (50)",
        "drive_above_1_share_pct": 5.29,
    },
    "placed_design": {
        "placed_cells": 614,
        "place.gp.congestion": 0.830,
        "place_hpwl_um": 6270,
        "place_ws_ns": 3.39,
        "io_buffers": 58,
    },
    "min_path": {
        "hp-class": "register to register",
    },
    "status": {
        "status": "finished, final reports clean",
    },
    "run": {
        "warnings": 25,
        "max_cap_viol_count": 0,
    },
}
## stage by stage
stage               hold slack, ns  cell area [um2]  util, %
finish                       0.504             4660     38.7
CTS                          0.506             4660     38.7
global route                 0.523             4660     38.7
detailed placement           0.481             4510     37.4
floorplan                    0.428             3720        -
global placement             0.481             4510     37.4
## synthesized netlist by cell type, drive strengths merged, types with 3 or more instances
cell type    n
edfxtp       8
and2        36
clkbuf       4
o31ai        4
fa          50
inv        100
nor2b        4
mux2        12
xnor2        4
nand3        4
nor3         5
ha          35
a21oi        5
nor2         8
nand2       46
a21o         4
nor4         3
a211oi       6
dfrtp       24
o21ai        8
## power groups by stage
stage / clock (mW) / combinational (mW) / sequential (mW)
after CTS: 0.175 / 0.837 / 0.208
after global routing: 0.179 / 0.944 / 0.212
final: 0.168 / 0.821 / 0.207
## layout make-up
class,count,area [um2]
clock inverter,1,5.00
tap,168,210
fill,1204,7400
clock buffer,7,154
inverter,100,375
timing repair buffer,60,596
sequential,32,841
multi-input combinational,254,2480
## critical path: cells and delay by family
kind	cells	cell delay, ns
compound gates	5	1.07
fa+ha+maj	5	2.37
buf+inv	4	0.81
simple gates	1	0.13
## routing by layer
layer	vias up	share of wire [%]	GRT usage [%]
li1	1342	-	-
met1	1271	45	20.0
met2	73	46	20.6
met3	9	7.3	5.20
met4	0	1.5	1.67
met5	-	0	0
## worst min path at each step
stage	cells after the start	slack, ns	end	from
6_report	2	0.50	out_data[11]	out_data[11]
4_1_cts	2	0.51	out_data[11]	out_data[11]
5_1_grt	1	0.52	out_data[2]	out_data[2]
## flip-flops by register name, summed over array words and instances (netlist names)
signal,count
out_data,16
prop_output,8
weight,8
## cells by family (layout without fill, tap and decap cells)
| group | after synthesis | count (layout) | synth area share, % |
|---|---|---|---|
| flip-flops | 32 | 32 | 22.6 |
| adder cells (fa/ha/maj) | 85 | 85 | 38.6 |
| multiplexers | 12 | 12 | 3.63 |
| buffers and inverters | 106 | 168 | 10.7 |
| XOR/XNOR | 6 | 6 | 1.41 |
| AND/OR/NAND/NOR | 112 | 112 | 15.2 |
| AND-OR/OR-AND | 39 | 39 | 7.80 |
Power is estimated from default activity; no workload was simulated.
