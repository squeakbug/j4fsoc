[flow/run.sh]
#!/bin/bash
# OpenROAD 26Q1-2900-gdf79404cd8, Yosys 0.63+post, stock flow scripts
make -C /OpenROAD-flow-scripts/flow DESIGN_CONFIG=/design/flow/config.mk WORK_HOME=/design/flow/orfs finish
[flow/config.mk]
export PLATFORM = sky130hd
export DESIGN_NAME = ram1p1rwbe
export DESIGN_NICKNAME = ram1p1rwbe
export VERILOG_FILES = /design/flow/design.v
export SDC_FILE = /design/flow/constraint.sdc
export NUM_CORES = 4
export LEC_CHECK = 1
export CORE_UTILIZATION = 40
[flow/constraint.sdc]
current_design ram1p1rwbe

set clk_period 41.2
set clk_io_pct 0.2

create_clock -name clk0 -period $clk_period [get_ports {clk}]

set non_clock_inputs [all_inputs -no_clocks]
set_input_delay [expr $clk_period * $clk_io_pct] -clock clk0 $non_clock_inputs
set_output_delay [expr $clk_period * $clk_io_pct] -clock clk0 [all_outputs]
[flow/design.v]
`timescale 1ns/10ps
package systolic_config_pkg;
typedef struct packed {
    int ADDR_WIDTH;  
    int DATA_WIDTH;  
    int ARRAY_W;     
    int ARRAY_L;     
    int ARRAY_W_W;   
    int ARRAY_W_L;   
    int ARRAY_A_W;   
    int ARRAY_A_L;   
} systolic_config_t;
endpackage : systolic_config_pkg
module flopen #(
    parameter WIDTH = 8
) (
    input  logic             clk,
    en,
    input  logic [WIDTH-1:0] d,
    output logic [WIDTH-1:0] q
);
  always_ff @(posedge clk) if (en) q <= d;
endmodule
module ram1p1rwbe
  #(parameter USE_SRAM=0, DEPTH=64, WIDTH=32, PRELOAD_ENABLED=0) (
    input logic                     clk,
    input logic                     ce,
    input logic [$clog2(DEPTH)-1:0] addr,
    input logic [WIDTH-1:0]         din,
    input logic                     we,
    input logic [(WIDTH-1)/8:0]     bwe,
    output logic [WIDTH-1:0]        dout
  );
  if ((USE_SRAM == 1) & (WIDTH == 128) & (DEPTH == 64)) begin: cache_data_subarray
    genvar index;
    logic [WIDTH-1:0] BitWriteMask;
    for (index=0; index < WIDTH; index++) 
      assign BitWriteMask[index] = bwe[index/8];
    ram1p1rwbe_64x128 sram1A (.CLK(clk), .CEB(~ce), .WEB(~we),
      .A(addr), .D(din), 
      .BWEB(~BitWriteMask), .Q(dout));
  end else if ((USE_SRAM == 1) & (WIDTH == 44)  & (DEPTH == 64)) begin: rv64_cache
    genvar index;
    logic [WIDTH-1:0] BitWriteMask;
    for (index=0; index < WIDTH; index++) 
      assign BitWriteMask[index] = bwe[index/8];
    ram1p1rwbe_64x44 sram1B (.CLK(clk), .CEB(~ce), .WEB(~we),
      .A(addr), .D(din), 
      .BWEB(~BitWriteMask), .Q(dout));
  end else if ((USE_SRAM == 1) & (WIDTH == 22)  & (DEPTH == 64)) begin: rv32_cache
    genvar index;
    logic [WIDTH-1:0] BitWriteMask;
    for (index=0; index < WIDTH; index++) 
      assign BitWriteMask[index] = bwe[index/8];
    ram1p1rwbe_64x22 sram1B (.CLK(clk), .CEB(~ce), .WEB(~we),
      .A(addr), .D(din), 
      .BWEB(~BitWriteMask), .Q(dout));     
  end else begin: ram
    bit [WIDTH-1:0] RAM[DEPTH-1:0];
    initial 
      if (PRELOAD_ENABLED) begin
        if (WIDTH == 64) begin
            $readmemh({"$WALLY/fpga/src/data.mem"}, RAM, 0);   
        end else begin  
          RAM[0] = 'hdeadbeaf;
        end
      end
    logic [$clog2(DEPTH)-1:0] addrd;
    flopen #($clog2(DEPTH)) adrreg(clk, ce, addr, addrd);
    assign dout = RAM[addrd];
    always @(posedge clk) begin
      if (ce & we) 
        for (integer i = 0; i < WIDTH / 8; i++) 
          if (bwe[i]) RAM[addr][i*8 +: 8] <= din[i*8 +: 8];
    end
  end
endmodule
==> impl_metrics.yaml <==
# implementation run metrics
critical_path:
  cpMostUsedCell: "buf_4"
  critPathCaptureType: "output pin"
  cp-start-kind: "flop"
  slowest_stage: "dfxtp_4"
  cp.arrival_ns: 6.81
  r2r_slack_ns: 40.46
  crit_chain: "buf_4, buf_4, buf_4, buf_4, buf_4, mux4_2, mux2i_1, mux2i_1, a22oi_1, nor2_1, clkdlybuf4s50_1"
  cpPeakStageDelay_ns: 0.75
  critPathKind: "flop to output pin"
  worstPathRequired_ns: 32.96
  r2r_start: "genblk1.genblk1.ram.adrreg.q[4]"
  critPathMaxFanout: 35
power:
  ir_drop_mv: 0.0344
  power_density_nw_per_um2: 48.1
  total_power_mw: 4.39
  p_leak_nw: 28.8
clock_tree:
  numCtsBuffers: 202
  clk_latency_ns: 0.83
  cts.path.max_buffers: 3
  cts.reportedPaths.clkPinSlew_ns: 0.06
  cts_hold_buffers: 0
  clkSinkCount: 2060
  cts-root-buf: "clkbuf_16"
  cts_tree: "built"
  post-cts-setup-buffers: 0
  cts_max_level: 4
  ctsResizeCount: 0
placement:
  detailedPlace.worstSlack_ns: 26.73
  dp_cells: 6509
  dp_hpwl_um: 128000
  io_buffers: 76
  place.gp.congestion: 0.890
synth:
  ys_async_sr_fraction_pct: 0
  ys.flops: 2060
  synth_area_sq_um: 79900
  synth-edff-count: 2054
  syn_area_per_cell_sq_um: 21.6
  flop_cell: "edfxtp_1"
  synth_cell_types: 37
  netlist_instances: 3704
  synth.area.top_cells: "edfxtp_1, mux4_2, mux2i_1, nor2_1, a22oi_1"
  ys_area_sq_um: 79900
  yosys_warnings: 2
  top_area_share_pct: 77.2
  synth_top_cell_by_area: "edfxtp_1"
  yosys_cells: 3704
  seq_area_frac_synth_pct: 77.4
grt:
  grt_max_degree: 83
  grt-ovfl-total: 0
  grt_pass1_vias: 42300
  grt_pass1_wl_um: 299000
  grt_util_all_layers_pct: 22.9
  antenna_found_initial: 19
routing:
  vias: 38700
  drt-initial-drc-count: 2543
  drc_errors: 0
  wl_um: 208000
  avgRoutedWirePerCell_um: 30.1
  ant_nets: 0
  via_per_inst: 5.61
  drt-pass1-iter-count: 10
cells_and_area:
  drive_gt1_share_pct: 26.6
  areaGrowthSynthToFinish_pct: 14.3
  fin_cells: 6893
  final_util_pct: 46.2
outcome:
  outcome: "complete, no violations"
min_path:
  hp-start: "genblk1.genblk1.ram.adrreg.q[1]"
  hp-class: "flop to flop"
die:
  fp_util_pct: 40.4
  io_pins: 77
  die_h_um: 449
  coreArea_sq_um: 198000
  dieWidth_um: 449
  std_cell_rows: 163
  die_area_sq_um: 201000
timing:
  worstMarginPinSlew_ns: 1.07
  period_needed_ns: 15.05
  relSlewSlack_pct: 28.6
  drv_slew: 0
  setup_tns_ns: 0
  fmax_mhz: 66.4
  setup_violations: 0
  fin_crit_sh_pct: 36.5
  rsz0062_at_grt: "no"
  finalHoldViolCount: 0
  skew_ns: 0.00254
  worst_slack_ns: 26.15
run:
  warning_count: 26
  max_cap_violations: 0
[area by class of cell]
class                           instances  area [sq um]
Tap cell                             2640          3300
Sequential cell                      2060         61800
Multi-Input combinational cell       1423         16900
Clock inverter                        115           920
Timing Repair Buffer                  386          2990
Fill cell                           16200        107000
Clock buffer                          253          5290
Antenna cell                           16          40.0
[cell usage in the layout, fill, tap and decap left out, types with 49 or more instances in the layout]
master | netlist | final
a22oi_1 | 99 | 99
buf_4 | 36 | 305
clkbuf_1 | 92 | 49
clkbuf_16 | 0 | 204
clkinv_1 | 0 | 57
edfxtp_1 | 2054 | 2054
mux2i_1 | 200 | 200
mux4_2 | 478 | 478
nand2_1 | 92 | 92
nor2_1 | 278 | 276
[routing by layer]
layer	part of all wire [%]	routed length (um)	global-route usage (%)
met1	32	66900	27.3
met2	47	97500	33.0
met3	16	34100	17.2
met4	4.1	8570	7.32
met5	0.31	639	1.49
[state kept, by name, summed over array words and instances (netlist names), named ones only]
| name | flops |
|---|---|
| genblk1.genblk1.ram.RAM | 2048 |
| genblk1.genblk1.ram.adrreg.q | 6 |
[cell families (layout without fill, tap and decap cells)]
family	after synthesis	count (layout)	synth area share, %
muxes	704	704	16.4
buffers and inverters	221	754	1.45
DFF	2060	2060	77.4
AOI/OAI and AO/OA	276	276	2.49
other	0	16	0
and+or+nand+nor	443	443	2.30
[critical path: cells and delay by family (launching register included)]
| kind | cells | cell delay [ns] |
|---|---|---|
| compound gates | 1 | 0.36 |
| buf+inv | 6 | 3.69 |
| flops | 1 | 0.75 |
| mux | 3 | 0.91 |
| simple gates | 1 | 0.17 |
[cells in the mapped netlist (7+ instances only)]
| master | count |
|---|---|
| a31oi_1 | 26 |
| nor2b_1 | 15 |
| nand2b_1 | 10 |
| a211oi_1 | 7 |
| edfxtp_1 | 2054 |
| buf_1 | 11 |
| a32o_1 | 8 |
| and3_1 | 8 |
| nand2_1 | 92 |
| nand3_1 | 10 |
| o22ai_1 | 12 |
| a21oi_1 | 29 |
| o211ai_1 | 26 |
| mux4_2 | 478 |
| buf_4 | 36 |
| mux2i_1 | 200 |
| clkbuf_1 | 92 |
| buf_2 | 67 |
| nor2_1 | 278 |
| o221ai_1 | 28 |
| o21ai_0 | 12 |
| a22o_1 | 8 |
| a221oi_1 | 8 |
| buf_6 | 15 |
| or3_1 | 14 |
| mux2_2 | 26 |
| a22oi_1 | 99 |
[power breakdown]
part | total, mW | switching [mW] | internal (mW) | leakage [nW]
clock | 1.74 | 0.763 | 0.977 | 3.03
sequential | 2.32 | 0.00706 | 2.31 | 18.5
combinational | 0.335 | 0.201 | 0.134 | 7.25
total | 4.39 | 0.971 | 3.42 | 28.8
[worst paths after layout]
kind	cells after the start	end
worst max-delay path	11	dout[21]
worst min-delay path	1	flop
worst max register to register	1	flop
worst min register to register	1	flop
[through the flow]
step / hold WS [ns] / area, sq um
after global placement: 0.453 / 85100
after global routing: 0.484 / 91300
after CTS: 0.474 / 91300
after detailed placement: 0.461 / 85100
final: 0.470 / 91300
after floorplan: 0.449 / 79900
No activity file was given, so power comes from the tool's default toggle rates.
