[run.sh]
#!/bin/bash
# OpenROAD 26Q1-2900-gdf79404cd8, Yosys 0.63+post, stock flow scripts
make -C /OpenROAD-flow-scripts/flow DESIGN_CONFIG=/design/flow/config.mk WORK_HOME=/design/flow/orfs finish
[config.mk]
export PLATFORM = sky130hd
export DESIGN_NAME = counter
export DESIGN_NICKNAME = counter
export VERILOG_FILES = /design/flow/design.v
export SDC_FILE = /design/flow/constraint.sdc
export NUM_CORES = 4
export LEC_CHECK = 1
export CORE_AREA = 10 10 70 70
export DIE_AREA = 0 0 80 80
[constraint.sdc]
current_design counter

set clk_period 1.5
set clk_io_pct 0.2

create_clock -name clk0 -period $clk_period [get_ports {clk}]

set non_clock_inputs [all_inputs -no_clocks]
set_input_delay [expr $clk_period * $clk_io_pct] -clock clk0 $non_clock_inputs
set_output_delay [expr $clk_period * $clk_io_pct] -clock clk0 [all_outputs]
[design.v]
`timescale 1ns/10ps
package systolic_config_pkg;
typedef struct packed {
    int ADDR_WIDTH;  
    int DATA_WIDTH;  
    int ARRAY_W;     
    int ARRAY_L;     
    int ARRAY_W_W;   
    int ARRAY_W_L;   
    int ARRAY_A_W;   
    int ARRAY_A_L;   
} systolic_config_t;
endpackage : systolic_config_pkg
module counter #(
    parameter WIDTH = 8
) (
    input  logic             clk,
    reset,
    en,
    output logic [WIDTH-1:0] q
);
  logic [WIDTH-1:0] qnext;
  assign qnext = q + 1;
  flopenr #(WIDTH) cntrflop (
      clk,
      reset,
      en,
      qnext,
      q
  );
endmodule
module flopenr #(
    parameter WIDTH = 8
) (
    input  logic             clk,
    reset,
    en,
    input  logic [WIDTH-1:0] d,
    output logic [WIDTH-1:0] q
);
  always_ff @(posedge clk)
    if (reset) q <= '0;
    else if (en) q <= d;
endmodule
==> results_slide.txt <==
Implementation Results

Status
  • Status: finished clean

Clock network
  • Late-Pin Clk Latency: 250 ps
  • # H-tree levels: 1
  • CTS Sinks: 8
  • Clk slew on worst S/H paths: 50 ps
  • Max Buffers Root-to-Sink: 2
  • Clock Root Buffer: clkbuf_4
  • CTS tree: yes
  • TritonCTS Buffers: 3

Pwr
  • NetSw: 0.0000875 W
  • Sw Ratio: 20.8%
  • Combinational Power Share: 8.6%
  • Peak supply drop: 0.609 mV
  • Sequential share of power: 53.8%
  • PwrDens: 787 mW/mm2
  • Leak pwr: 0.190 nW
  • Int Power: 0.000334 W
  • Clk pwr share: 37.6%

Setup path
  • Worst-path maximum fanout: 4
  • Worst r2r path cells: 4
  • Max incr delay on CP: 500 ps
  • Register-to-register setup slack: 230 ps
  • Crit-path cells: clkdlybuf4s50_1
  • FF-to-FF Start: cntrflop.q[1]$_SDFFE_PP0P_
  • Setup CP Type: reg -> out
  • FF-to-FF End: cntrflop.q[6]$_SDFFE_PP0P_
  • Crit path max-delay family: buffers and inverters
  • Setup crit start: cntrflop.q[1]$_SDFFE_PP0P_
  • CP Capture Type: output port
  • Setup crit start kind: flip-flop
  • CP bufs+invs: 1
  • WP data arrival: 1130 ps
  • CP Data Required Time: 1200 ps
  • Slowest CP cell: clkdlybuf4s50_1

Final timing
  • Fmax: 0.702 GHz
  • Unrepaired setup endpoints after global routing: false
  • Clock skew: 1.64 ps
  • Minimum clock period: 1430 ps
  • Max-slew violation count: 0
  • Final setup fails: 0
  • Slew HR: 80.5%
  • Final hold violation count: 0
  • Worst slew pin tran: 292 ps
  • Post-layout period usage: 95.0%

Hold path
  • Worst Hold End: cntrflop.q[7]$_SDFFE_PP0P_
  • Worst hold path type: reg -> reg
  • WHS Path Cells: 2
  • HP Start: cntrflop.q[7]$_SDFFE_PP0P_

Synthesis
  • Synth top area share: 47.2%
  • # Cells Yosys: 37
  • Yosys Warn Count: 1
  • Post-synth seq share: 47.2%
  • Synthesized cell area: 339 um2
  • #FFs+latches synth: 8
  • Cells after Synth: 37
  • Cell taking the most area after synthesis: dfxtp_1
  • Syn avg cell area: 9.16 um2
  • Yosys Chip Area: 339 um2
  • Distinct lib cells: 15
  • Synth top area cells: dfxtp_1, xor2_1, nor2_1, or3_1, a21oi_1

Finish
  • Max FFs per register: 8
  • Layout area overhead: 57.9%
  • Fill cell total of the finished layout: 393
  • Cell Count, Final, Fillers Out: 97
  • Fin util: 15.7%
  • Share of cells above drive strength 1: 21.6%
  • Post-Layout Inst Area: 536 um2
  • Most flops, register: cntrflop.q
  • Largest regs: cntrflop.q: 8 flops

Detailed routing
  • Drt pass-1 iters: 2
  • Antenna cells: 0
  • Post-Route WL: 839 um
  • Final ANT Viol Nets: 0
  • DRC Markers: 0
  • DR iter-0 viols: 18
  • Routed vias/inst: 3.14
  • WL per Instance: 8.65 um
  • Vias: 305

Job
  • Max cap viols: 0
  • Log Warnings: 25

Floorplan
  • Die area: 0.00640 mm2
  • Die X-Extent: 80 um
  • I/O pin count: 11
  • Core Footprint: 0.00342 mm2
  • Die Span Y: 80 um
  • Floorplan utilization: 9.93%
  • # rows: 21

Place
  • Final HPWL DP: 655 um
  • Placed insts: 94
  • Gpl congestion: 0.795
  • IO buf count: 10
  • Placed Instance Area: 508 um2

Global routing
  • GRT Overall Usage: 2.88%
  • GRT overflow: 0
  • Initial antenna violation count: 0
  • Largest net degree at the start of global routing: 9
  • First-pass GRT wire length: 1450 um
  • Number of global-route vias before repair: 309
[layout by cell type (no fill, tap or decap), drive strengths merged]
| cell | synthesis | routed |
|---|---|---|
| clkdlybuf4s50 | 0 | 10 |
| dfxtp | 8 | 8 |
| nor2 | 5 | 5 |
| o21ai | 3 | 3 |
| or3 | 3 | 3 |
| a21oi | 3 | 3 |
| xor2 | 3 | 3 |
| clkbuf | 0 | 3 |
| buf | 2 | 3 |
| nand4 | 3 | 3 |
| nand3 | 2 | 2 |
| nand2 | 2 | 2 |
| mux2i | 1 | 1 |
| xnor2 | 1 | 1 |
| ha | 1 | 1 |
[cells in the mapped netlist]
cell	count
xor2_1	3
or3_1	3
nand4_2	1
a21oi_1	3
o21ai_0	3
nand2_1	2
nand4_1	2
ha_1	1
buf_1	1
dfxtp_1	8
nand3_1	2
mux2i_1	1
buf_4	1
xnor2_1	1
nor2_1	5
[layer usage]
metal	vias up	global-route usage, %	share of wire [%]
met5	-	0	0
met4	0	0.352	0.36
met3	2	2.61	15
met2	15	2.81	27
met1	129	4.29	58
li1	159	-	-
[final cells by class]
cell class | count | area (um2) | area share (%)
tap | 46 | 57.6 | 10.7
sequential | 8 | 165 | 30.8
multi-input combinational | 27 | 168 | 31.3
clock buffer | 3 | 22.5 | 4.21
timing repair buffer | 13 | 123 | 22.9
[power by group through the flow]
stage	logic [W]	clock network, W	registers [W]
CTS	0.0000368	0.000164	0.000226
global route	0.0000400	0.000195	0.000228
finish	0.0000362	0.000158	0.000227
[through the flow]
stage	power, W	TNS [ps]	setup slack [ps]	hold slack, ps
2_1_floorplan	0.000247	0	346	445
5_1_grt	0.000462	0	6.55	556
6_report	0.000421	0	74.9	488
3_3_place_gp	0.000266	-16.2	-16.2	478
3_5_place_dp	0.000266	-73.5	-51.5	483
4_1_cts	0.000427	0	2.49	490
[cell families (layout without fill, tap and decap cells)]
group | after synthesis | count (layout) | synth area share [%]
compound gates | 6 | 6 | 8.85
mux | 1 | 1 | 2.95
xor+xnor | 4 | 4 | 10.3
buf+inv | 2 | 16 | 3.32
simple gates | 15 | 15 | 23.6
fa+ha+maj | 1 | 1 | 3.69
flops | 8 | 8 | 47.2
[worst max path at each step]
| stage | end | slack (ps) | cells after the start |
|---|---|---|---|
| global route | q[1] | 7 | 1 |
| CTS | q[2] | 2 | 1 |
| finish | q[1] | 70 | 1 |
[what timing repair did]
item / CTS / global route
resized: 0 / 4
setup endpoints to repair: 0 / 4
setup buffers: 0 / 0
hold buffers: 0 / 0
Power figures rest on the tool's default switching activity, not on a simulated workload.
